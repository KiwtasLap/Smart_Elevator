$ cat flow/design.v
module elevator_controller (
    input  wire        clk,
    input  wire        rst_n,
    input  wire [3:0]  req,               
    output reg  [1:0]  current_floor,     
    output reg  [1:0]  direction,          
    output reg         door_open
);
    localparam IDLE       = 3'b000;
    localparam MOVE_UP    = 3'b001;
    localparam MOVE_DOWN  = 3'b010;
    localparam DOOR_OPEN  = 3'b011;
    localparam DOOR_CLOSE = 3'b100;
    reg [2:0] state, next_state;
    reg [1:0] target_floor;
    always @(posedge clk or negedge rst_n) begin
        if (!rst_n)
            state <= IDLE;
        else
            state <= next_state;
    end
    always @(posedge clk or negedge rst_n) begin
        if (!rst_n)
            target_floor <= 2'd0;
        else if (state == IDLE && |req) begin
            if (req[3]) target_floor <= 2'd3;
            else if (req[2]) target_floor <= 2'd2;
            else if (req[1]) target_floor <= 2'd1;
            else if (req[0]) target_floor <= 2'd0;
        end
    end
    always @(*) begin
        next_state = state;
        case (state)
            IDLE: begin
                if (|req) begin
                    if (target_floor > current_floor)
                        next_state = MOVE_UP;
                    else if (target_floor < current_floor)
                        next_state = MOVE_DOWN;
                    else
                        next_state = DOOR_OPEN;
                end
            end
            MOVE_UP: begin
                if (current_floor < target_floor)
                    next_state = MOVE_UP;
                else
                    next_state = DOOR_OPEN;
            end
            MOVE_DOWN: begin
                if (current_floor > target_floor)
                    next_state = MOVE_DOWN;
                else
                    next_state = DOOR_OPEN;
            end
            DOOR_OPEN:
                next_state = DOOR_CLOSE;
            DOOR_CLOSE:
                next_state = IDLE;
            default:
                next_state = IDLE;
        endcase
    end
    always @(posedge clk or negedge rst_n) begin
        if (!rst_n) begin
            current_floor <= 2'd0;
            direction     <= 2'b00;
            door_open     <= 1'b0;
        end else begin
            case (state)
                MOVE_UP: begin
                    direction <= 2'b01;
                    if (current_floor < 2'd3)
                        current_floor <= current_floor + 1'b1;
                end
                MOVE_DOWN: begin
                    direction <= 2'b10;
                    if (current_floor > 2'd0)
                        current_floor <= current_floor - 1'b1;
                end
                DOOR_OPEN: begin
                    door_open <= 1'b1;
                    direction <= 2'b00;
                end
                DOOR_CLOSE: begin
                    door_open <= 1'b0;
                end
                IDLE: begin
                    direction <= 2'b00;
                end
            endcase
        end
    end
endmodule
$ cat flow/run.sh
#!/bin/bash
# OpenROAD 26Q1-2900-gdf79404cd8, Yosys 0.63+post, stock flow scripts
make -C /OpenROAD-flow-scripts/flow DESIGN_CONFIG=/design/flow/config.mk WORK_HOME=/design/flow/orfs finish
$ cat flow/config.mk
export PLATFORM = sky130hd
export DESIGN_NAME = elevator_controller
export DESIGN_NICKNAME = elevator_controller
export VERILOG_FILES = /design/flow/design.v
export SDC_FILE = /design/flow/constraint.sdc
export NUM_CORES = 4
export LEC_CHECK = 1
export CORE_AREA = 10 10 70 70
export DIE_AREA = 0 0 80 80
$ cat flow/constraint.sdc
current_design elevator_controller

set clk_period 2.5
set clk_io_pct 0.2

create_clock -name clk0 -period $clk_period [get_ports {clk}]

set non_clock_inputs [all_inputs -no_clocks]
set_input_delay [expr $clk_period * $clk_io_pct] -clock clk0 $non_clock_inputs
set_output_delay [expr $clk_period * $clk_io_pct] -clock clk0 [all_outputs]
==> impl_metrics.py <==
# Physical implementation metrics
metrics = {
    "critical_path": {
        "r2r_start": "current_floor[1]",
        "crit_path_start": "current_floor[0]",
        "crit_chain": "clkdlybuf4s50_1",
        "cpLargestDelayFamily": "buffers and inverters",
        "crit_path_end_kind": "primary output",
        "crit_type": "register to primary output",
        "worstPathArrival_ns": 1.17,
        "cp_max_fo": 4,
        "path_buffers": 1,
        "slowest_stage": "clkdlybuf4s50_1",
        "cpPeakStageDelay_ns": 0.50,
        "critPathRequiredTime_ns": 2.00,
        "start_kind": "register",
    },
    "synthesis": {
        "yosysUniqueCellTypes": 20,
        "synthCells": 48,
        "yosysWarningCount": 1,
        "topCellsByArea": "dfrtp_1 53%, dfstp_2 5.0%, a21oi_1 4.8%",
        "yosys.area.top_type_share": 0.5251,
        "fa_ha_area_frac": 0.04773,
        "ys_chip_area_sq_um": 524.3,
        "ys.flop_type": "dfrtp_1",
        "yosys.area.top_type": "dfrtp_1",
        "edf_count": 0,
        "mux_share": 0,
        "synth_stat.cells": 48,
        "ys_seq_elements": 12,
        "async_flop_share": 1.000,
        "synth.cellmix.simpleShare": 0.09785,
        "ys_seq_share": 0.5752,
        "top_cells_by_count": "11 x dfrtp_1, 6 x inv_1, 6 x nor2_1",
        "most_common_cell": "dfrtp_1",
        "synthTopLogicFamily": "AND-OR/OR-AND gates",
        "syn-cell-area_sq_um": 524.3,
        "synth.cellmix.compoundShare": 0.2100,
        "ys_sh_xor": 0.01671,
        "syn_avg_cell_area_sq_um": 10.92,
    },
    "final_timing": {
        "finalSetupViolations": 0,
        "slew-limit-headroom": 0.6457,
        "fin_worst_skew_ns": 0.002279,
        "min_period_ns": 1.673,
        "finalCritPeriodShare": 0.6693,
        "rsz0062_at_grt": "no",
        "hold_viol_final": 0,
        "tns_ns": 0,
        "fmax_mhz": 597.6,
        "worst_slew_pin_slew_ns": 0.5297,
        "finalMaxSlewViolations": 0,
    },
    "run": {
        "cap_violations": 0,
        "tool_warnings": 25,
    },
    "detailed_routing": {
        "drcViolationCount": 0,
        "via_per_inst": 3.561,
        "route.detailed.wl_per_inst_microns": 9.850,
        "drtAntennaViolNets": 0,
        "vias": 381,
        "drt_pass1_iterations": 4,
        "drtIter0Drc": 26,
        "antenna_cells": 0,
        "drt-total-wl_microns": 1054,
    },
    "global_route": {
        "grtUsageTotal": 0.03540,
        "antenna_found_initial": 0,
        "grt_overflow": 0,
        "grt_pass1_wl_microns": 1814,
        "grt_max_degree": 13,
        "grt_pass1_vias": 407,
    },
    "floorplanning": {
        "rows": 21,
        "die_height_microns": 80,
        "io-pin-count": 11,
        "die_w_microns": 80,
        "fp_util": 0.1535,
        "die-area_sq_um": 6400,
        "core_area_sq_um": 3416,
    },
    "place": {
        "dp_hpwl_microns": 824.7,
        "numPortBuffers": 10,
        "finalWeightedCongestion": 0.7834,
        "placed_cell_area_sq_um": 676.9,
        "dpl.cell_count": 103,
    },
    "worst_hold_path": {
        "hold_path.class": "register to register",
        "min-delay-start": "state[1]",
    },
    "clock_tree": {
        "ctsResizeCount": 0,
        "clock-sinks": 12,
        "cts_buffers": 3,
        "insertion_delay_ns": 0.26,
        "post_cts_buffers": 0,
        "path_clk_slew_ns": 0.07,
        "cts_tree": "yes",
        "hold_buffers": 0,
        "cts_root_buf": "clkbuf_4",
        "clk_path_buf_depth": 2,
        "h-tree-depth": 1,
    },
    "status": {
        "status": "finished, final reports clean",
    },
    "power": {
        "p_leak_nw": 0.3145,
        "vdd_ir_drop_max_mv": 0.2365,
        "p_comb_frac": 0.429,
        "p_clk_frac": 0.149,
        "p_switching_w": 0.0002701,
        "p_sw_frac": 0.3386,
        "pwr_density_cell_nw_per_um2": 1134,
        "pwr-share-seq": 0.422,
        "intPower_w": 0.0005276,
    },
    "cells_and_area": {
        "final_area_sq_um": 703.2,
        "final_cells": 107,
        "drive_gt1_frac": 0.1148,
        "area_growth_pct": 34.13,
    },
}
sequential cells by signal (all words and copies together), names as in the netlist:
name / count
direction: 2
target_floor: 2
state: 5
door_open: 1
current_floor: 2
cell usage in the layout (no fill, tap or decap):
| cell | count |
|---|---|
| o21ai_0 | 2 |
| o211a_1 | 1 |
| ha_1 | 2 |
| clkbuf_1 | 1 |
| nand2_1 | 1 |
| nor4_1 | 2 |
| dfstp_2 | 1 |
| o22ai_2 | 1 |
| clkdlybuf4s50_1 | 10 |
| a21o_1 | 1 |
| o41ai_1 | 1 |
| o22ai_1 | 2 |
| o41a_1 | 1 |
| or2_2 | 1 |
| xnor2_1 | 1 |
| nor2b_1 | 1 |
| dfrtp_1 | 11 |
| a22oi_2 | 1 |
| inv_1 | 6 |
| clkbuf_4 | 3 |
| nor2_1 | 6 |
| a21oi_1 | 5 |
power by group through the flow:
stage	Sequential [W]	Clock [W]	Combinational [W]
CTS	0.000338	0.000125	0.000349
finish	0.000337	0.000119	0.000342
global route	0.000351	0.000137	0.000388
per-stage QoR:
stage	hold WS [ns]	util	worst slack, ns	total power (W)
2_1_floorplan	0.2044	-	1.137	0.0005413
3_3_place_gp	0.4229	0.1982	0.6825	0.0006771
3_5_place_dp	0.4236	0.1982	0.6692	0.0006848
4_1_cts	0.4361	0.2059	0.8000	0.0008121
5_1_grt	0.4770	0.2059	0.7564	0.0008756
6_report	0.4299	0.2059	0.8266	0.0007977
layout make-up:
type / instances / area [sq um]
multi-input combinational: 29 / 195.2
sequential: 12 / 301.5
timing repair buffer: 10 / 100.1
inverter: 6 / 22.52
tap: 46 / 57.56
fill: 375 / 2713
clock buffer: 4 / 26.28
path summary, 6_finish.rpt:
path                                          to  slack [ns]  depth (start not counted)
worst min register to register         door_open        0.43                          1
worst max register to register          state[2]        1.04                          4
min in group asynchronous       current_floor[0]        0.58                          1
max in group asynchronous               state[0]        1.55                          1
worst min-delay path                   door_open        0.43                          1
worst max-delay path            current_floor[0]        0.83                          1
cell families (layout without fill, tap and decap cells):
family                     Yosys count  count (layout)
buffers and inverters                7              20
adders and majority gates            2               2
DFF                                 12              12
xor gates and xnor gates             1               1
AOI/OAI and AO/OA                   15              15
and+or+nand+nor                     11              11
routing by layer:
metal,share of wire,vias to the layer above,GRT usage,wire [microns]
met4,0.011,0,0.003521,12
met3,0.12,2,0.02614,129
met5,0,-,0,0
met1,0.47,175,0.04545,499
li1,-,195,-,-
met2,0.39,9,0.04815,412
Power and IR drop assume default switching activity.
